==> design.v <==
`timescale 1ns / 1ps
module ALU(Y, A, B, S);
output [7:0] Y;
input [3:0] A, B;
input [1:0] S;
wire [7:0] bA, bcdA, mult, buff;
assign bA[6] = 1'b0;
assign bA[7] = 1'b0;
assign bcdA[5] = 1'b0;
assign bcdA[6] = 1'b0;
assign bcdA[7] = 1'b0;
AdderSubtractor binaryAdder(bA[3:0], bA[4], bA[5], A, B, 0);
BCDAdder bcdAdder(bcdA[3:0], bcdA[4], A, B, 0);
Multiplier multiplier(mult, A, B);
Buffer buffer(buff, A, B);
multiplexer multiplexer(Y, S[0], S[1], buff, bA, bcdA, mult);
endmodule
`timescale 1ns / 1ps
module Buffer(out, in0, in1);
output [7:0] out;
input [3:0] in0, in1;
assign out[0] = in0[0];
assign out[1] = in0[1];
assign out[2] = in0[2];
assign out[3] = in0[3];
assign out[4] = in1[0];
assign out[5] = in1[1];
assign out[6] = in1[2];
assign out[7] = in1[3];
endmodule
`timescale 1ns / 1ps
module multiplexer(Y,S0,S1,A0,A1,A2,A3);
input S0, S1;
input [7:0] A0, A1, A2, A3;
output [7:0] Y;
assign Y = (!S0 && !S1)? A0 : 
				(S0 && !S1)? A1 : 
				(!S0 && S1)? A2: 
				A3;
endmodule
`timescale 1ns / 1ps
module Multiplier(out, A, B);
output [7:0] out;
input [3:0] A, B;
wire [3:0] r0, r1, r2, r3, s1, s2, s3;
wire w0, w1, w2, w3;
assign w0 = A[0] & B[0];
Adder4bit mult1(s1, w1, r1, r0, 1'b0);
Adder4bit mult2(s2, w2, r2, s1, 1'b0);
Adder4bit mult3(s3, w3, r3, s2, 1'b0);
assign r0[0] = A[0] & B[1];
assign r0[1] = A[0] & B[2];
assign r0[2] = A[0] & B[3];
assign r0[3] = 0;
assign r1[0] = A[1] & B[0];
assign r1[1] = A[1] & B[1];
assign r1[2] = A[1] & B[2];
assign r1[3] = A[1] & B[3];
assign r2[0] = A[2] & B[0];
assign r2[1] = A[2] & B[1];
assign r2[2] = A[2] & B[2];
assign r2[3] = A[2] & B[3];
assign r3[0] = A[3] & B[0];
assign r3[1] = A[3] & B[1];
assign r3[2] = A[3] & B[2];
assign r3[3] = A[3] & B[3];
assign out[0] = w0;
assign out[1] = w1;
assign out[2] = w2;
assign out[3] = w3;
assign out[4] = s3[0];
assign out[5] = s3[1];
assign out[6] = s3[2];
assign out[7] = s3[3];
endmodule
`timescale 1ns / 1ps
module Adder(S, Cout, A, B, Cin);
   input A, B, Cin;
   output S, Cout;
	wire w1, w2, w3;
	xor XorAB(w1, A, B);
	xor XorSum(S, w1, Cin);
	and Carry1(w2, w1, Cin);
	and Carry2(w3, A, B);
	or CarryOut(Cout, w2, w3);
endmodule
`timescale 1ns / 1ps
module Adder4bit(S,Cout,A,B,M);
output Cout;
output [3:0] S;
input M;
input [3:0] A, B;
wire C0, C1, C2;
Adder bit0(S[0], C0, A[0], B[0], M);
Adder bit1(S[1], C1, A[1], B[1], C0);
Adder bit2(S[2], C2, A[2], B[2], C1);
Adder bit3(S[3], Cout, A[3], B[3], C2);
endmodule
`timescale 1ns / 1ps
module AdderSubtractor(S, C, V, A, B, M);
	output [3:0] S; 
	output C, V;
	input M;
	input [3:0] A, B;
	wire C0, C1, C2, XB0out, XB1out, XB2out, XB3out;
	xor XB0(XB0out, B[0], M);
	xor XB1(XB1out, B[1], M);
	xor XB2(XB2out, B[2], M);
	xor XB3(XB3out, B[3], M);
	Adder bit0(S[0], C0, A[0], XB0out, M);
	Adder bit1(S[1], C1, A[1], XB1out, C0);
	Adder bit2(S[2], C2, A[2], XB2out, C1);
	Adder bit3(S[3], C, A[3], XB3out, C2);
	xor carry(V, C, C2);
endmodule
`timescale 1ns / 1ps
module BCDAdder(S, Cout, A, B, Cin);
output [3:0] S;
output Cout;
input [3:0] A, B;
input Cin;
wire [3:0] Z, In;
wire K, w1, w2, wCout, sCout;
Adder4bit adder1(Z, K, A, B, Cin);
and g1(w1, Z[3], Z[2]);
and g2(w2, Z[3], Z[1]);
or g3(wCout, w1, w2, K);
assign In[0] = 1'b0;
assign In[1] = wCout;
assign In[2] = wCout;
assign In[3] = 1'b0;
Adder4bit adder2(S, sCout, In, Z, 1'b0);
assign Cout = wCout;
endmodule
==> run.sh <==
#!/bin/bash
# OpenROAD 26Q1-2900-gdf79404cd8, Yosys 0.63+post, stock flow scripts
make -C /OpenROAD-flow-scripts/flow DESIGN_CONFIG=/design/flow/config.mk WORK_HOME=/design/flow/orfs finish
==> config.mk <==
export PLATFORM = sky130hd
export DESIGN_NAME = ALU
export DESIGN_NICKNAME = ALU
export VERILOG_FILES = /design/flow/design.v
export SDC_FILE = /design/flow/constraint.sdc
export NUM_CORES = 4
export LEC_CHECK = 1
export CORE_AREA = 10 10 81 81
export DIE_AREA = 0 0 91 91
==> constraint.sdc <==
current_design ALU

set clk_period 5.7
set clk_io_pct 0.2

create_clock -name clk0 -period $clk_period

set non_clock_inputs [all_inputs -no_clocks]
set_input_delay [expr $clk_period * $clk_io_pct] -clock clk0 $non_clock_inputs
set_output_delay [expr $clk_period * $clk_io_pct] -clock clk0 [all_outputs]
==> notes.md <==
Implementation status.

- The area fraction of the largest cell type after synthesis is 0.343.
- The minimum period implied by the final worst setup slack is 5.43 ns.
- Setup repair after global routing left no endpoint under its margin.
- The total area inside the core boundary comes to 0.00482 sq mm.
- The number of buffer cells added on primary ports is 18.
- Sorting the synthesized cells by area gives the leading types as sky130_fd_sc_hd__fa_1, sky130_fd_sc_hd__ha_1, sky130_fd_sc_hd__inv_1.
- The final number of max-transition violations is 0.
- The net switching power in the latest report is 48.6 uW.
- There are 0 flip-flops and latches.
- The analysis attributes to cell leakage a power of 0.498 nW.
- The most common library cell in the layout ignoring fill and taps is sky130_fd_sc_hd__inv_1.
- The number of antenna violations at the first check in global routing is 0.
- The max capacitance violation total is 0.
- Internal power comes to 67.1 uW.
- The netlist uses 20 different library cells.
- From synthesis to final layout, the design area changed by 56.4%.
- In this run the worst setup path begins at B[2].
- The remaining global-route overflow is 0.
- The number of top-level pins is 18.
- The routed design shows a wire length per standard cell of 10.3 um.
- The category of the worst setup path capture point is a primary output.
- Looking at the VDD voltage map, the peak drop is 0.0529 mV.
- In the synthesis report, Yosys lists the chip area as 701 sq um.
- At the worst endpoint, the arrival time is 4.29 ns.
- In this run the power density over the cells is 106 mW/mm^2.
- sky130_fd_sc_hd__fa_1 takes more of the synthesized area than any other cell.
- The count of instantiated cells in the yosys netlist is 79.
- Total global-route track usage over all layers is 0.0460.
- The run finished with clean final reports.
- The OpenROAD warning count is 36.
- The width of the die is 91 um.
- The part of the power in the clock network is 0.
- The worst hold path passes through 4 cells.
- The placement row count is 25.
- The number of standard cells after synthesis is 79.
- The post-detailed-route count of antenna-violating nets is 0.
- The count of final hold-check violations is 0.
- The class of the most critical setup path is input pin to primary output.
- STA lists the startpoint of the worst hold path as B[0].
- The final sum of negative setup slack is 0 ns.
- Prior to clock tree synthesis, the placed netlist has a worst setup slack of -0.520 ns.
- The via count of the first global-routing pass is 647.
- In this run the vertical extent of the chip is 91 um.
- The worst-case max-slew headroom was logged as 0.633.
- The die area is 0.00828 sq mm.
- The HPWL after detailed placement is 1570 um.
- The class of the most critical hold timing path is input pin to primary output.
- Hold repair after CTS inserted 0 buffers.
- The least setup slack across all paths after layout is 0.267 ns.
- The number of DRC violations after detailed routing is 0.
- Per the timing report, the biggest fanout along the worst path comes to 2.
- Based on the critical path, the design can be clocked at up to 0.184 GHz.
- According to the timing report, the data required time at the worst endpoint equals 4.56 ns.
- Ranking logic cells in the layout by count gives the top entries sky130_fd_sc_hd__inv_1, sky130_fd_sc_hd__buf_4, sky130_fd_sc_hd__clkdlybuf4s50_1.
- The part of the power in combinational logic is 1.000.
- The number of clock buffers in the layout is 0.
- The violation tally from detailed-route iteration zero is 9.
- The power report attributes to the sequential group a share of 0.
- The final weighted congestion recorded by global placement is 0.798.
- The first-pass GRT wire length is 3250 um.
- For the pin with the worst max-slew slack, the measured transition is 0.549 ns.
- The register cell area after layout is 0 sq um.
- The number of inserted diodes is 0.
- The mean cell area of the mapped netlist is 8.87 sq um.
- The worst hold path terminates at Y[4].
- Entering global routing, the biggest net connects 15 pins.
- The net switching fraction of the power is 0.420.
- In the final layout, the share of cells above drive strength 1 is 0.306.
- The floorplan utilization is 0.145.
- In the log, the iteration count for the first detailed-route pass is 2.
- The final timing report counts setup violations totalling 0.
- The number of warning messages in the yosys log is 2.
- The via density per instance is 3.49.
- Post-route period utilization is reported as 0.953.
- The netlist area before placement is 701 sq um.
- For this run, the register share of the synthesized area comes to 0.
- For this block, the routed nets add up to 1790 um of wire.
- The element type at the critical path start is an input pin.
- Detailed routing inserted a total of 611 vias.
power groups by stage:
| stage | Sequential (mW) | Clock (mW) | Combinational (mW) |
|---|---|---|---|
| CTS | 0 | 0 | 0.114 |
| global route | 0 | 0 | 0.135 |
| finish | 0 | 0 | 0.116 |
metrics by stage:
step	hold WS [ns]	area, sq um	std cells	util	total power, mW
after floorplan	2.33	701	79	-	0.0533
after global placement	3.42	1040	174	0.217	0.112
after detailed placement	3.41	1040	174	0.217	0.111
after CTS	3.24	1060	175	0.220	0.114
after global routing	3.26	1100	175	0.228	0.135
final	3.21	1100	175	0.228	0.116
layer usage:
layer,vias to the layer above,routed length (um),part of all wire,global-route usage
li1,311,-,-,-
met1,289,945,0.53,0.0742
met2,11,801,0.45,0.0686
met3,0,47,0.026,0.00415
met4,0,0,0,0
met5,-,0,0,0
worst max path at each step:
stage	cells past startpoint	slack, ns	endpoint
6_report	13	0.27	Y[3]
5_1_grt	15	0.13	Y[3]
4_1_cts	15	-0.02	Y[3]
kinds of logic after synthesis:
group                      synth area share
and+or+nand+nor                       0.180
adders and majority gates             0.504
buffers and inverters                 0.105
AOI/OAI and AO/OA                    0.0821
muxes                                 0.116
xor gates and xnor gates             0.0125
what timing repair did:
item,4_1_cts,5_1_grt
resized,18,12
setup endpoints to repair,4,5
buffers inserted,1,0
pin swaps,9,11
worst max-delay path: stages:
cell,delay [ns]
sky130_fd_sc_hd__clkdlybuf4s50_1,0.48
sky130_fd_sc_hd__nand2_1,0.08
sky130_fd_sc_hd__fa_2,0.36
sky130_fd_sc_hd__inv_2,0.06
sky130_fd_sc_hd__fa_1,0.42
sky130_fd_sc_hd__fa_2,0.53
sky130_fd_sc_hd__inv_1,0.05
sky130_fd_sc_hd__fa_2,0.35
sky130_fd_sc_hd__fa_2,0.34
sky130_fd_sc_hd__nand2_1,0.07
sky130_fd_sc_hd__o21ai_1,0.08
sky130_fd_sc_hd__a211oi_2,0.22
sky130_fd_sc_hd__buf_2,0.12
Yosys cell counts, types with 2 or more instances:
master / number
sky130_fd_sc_hd__buf_2: 2
sky130_fd_sc_hd__ha_1: 9
sky130_fd_sc_hd__a21oi_1: 3
sky130_fd_sc_hd__a211oi_1: 2
sky130_fd_sc_hd__fa_1: 12
sky130_fd_sc_hd__o21ai_0: 4
sky130_fd_sc_hd__nand2_1: 9
sky130_fd_sc_hd__inv_1: 17
sky130_fd_sc_hd__and2_1: 8
sky130_fd_sc_hd__nand2b_1: 2
sky130_fd_sc_hd__mux4_2: 2
area by class of cell:
class	instances	area, sq um
multi-input combinational	60	672
inverter	17	63.8
tap	67	83.8
fill	540	3720
timing repair buffer	31	277
No activity file was given, so power comes from the tool's default toggle rates.
