`design.v`:
```
`timescale 1ns / 1ps
module counter(
output [15:0] count,
input clock, reset, trigger
);
reg [15:0] counter;
always @(posedge clock or posedge reset)
begin
	if (reset)	
		counter <= 16'b0;	
	else
		if (trigger)
			counter <= counter + 16'b1;
		else
			counter <= counter;
end
assign count = counter;
endmodule
`timescale 1ns / 1ps
module debouncer(
output clean, 
input clock, button
);
reg [24:0] hold;
always @(posedge clock)
begin
		if(!button)
			hold <= 25'b0;
		else if (button)
			hold <= hold + 25'b1;
end
assign clean = (hold == 25'h1FFFFFF);
endmodule
`timescale 1ns / 1ps
module binary_segment(
output [6:0] seven,
input [3:0] bin
);
reg [6:0] seven_state;
always@(bin)
begin
	case(bin)
		4'b0000: seven_state <= 7'b1000000;
		4'b0001: seven_state <= 7'b1111001;
		4'b0010: seven_state <= 7'b0100100;
		4'b0011: seven_state <= 7'b0110000;
		4'b0100: seven_state <= 7'b0011001;
		4'b0101: seven_state <= 7'b0010010;
		4'b0110: seven_state <= 7'b0000010;
		4'b0111: seven_state <= 7'b1111000;
		4'b1000: seven_state <= 7'b0000000;
		4'b1001: seven_state <= 7'b0010000;
		4'b1010: seven_state <= 7'b0001000;
		4'b1011: seven_state <= 7'b0000011;
		4'b1100: seven_state <= 7'b1000110;
		4'b1101: seven_state <= 7'b0100001;
		4'b1110: seven_state <= 7'b0000110;
		4'b1111: seven_state <= 7'b0001110;
		default: seven_state <= 7'b1111111;
	endcase
end
assign seven = seven_state;
endmodule
`timescale 1ns / 1ps
module clock_div108(
output out_clk,
input in_clk, reset
);
reg [26:0] count;
always@(posedge in_clk)
begin
	if (reset)
		count <= 27'b0;
	else
		count <= count + 27'b1;
end
assign out_clk = (count == 27'h2FAF080);
endmodule
`timescale 1ns / 1ps
module clock_div64(
output out_clk,
input in_clk, reset
);
reg [15:0] count;
always@(posedge in_clk)
begin
	if (reset)
		count <= 16'b0;
	else
		count <= count + 16'b1;
end
assign out_clk = !(count < 16'h8000);
endmodule
`timescale 1ns / 1ps
module mux2x1(
output out,
input switch,
input [1:0] I
);
reg out_state;
always @(I, switch)
begin
	case(switch)
		1'b0: out_state <= I[0];
		1'b1: out_state <= I[1];
	endcase
end
assign out = out_state;
endmodule
`timescale 1ns / 1ps
module seven_segment_driver(
output [3:0] outbin, AN,
input clk, reset,
input [15:0] inbin
);
reg [3:0] outbin_state, AN_state;
reg [1:0] count;
always @(posedge clk or posedge reset)
begin
	if(reset)
		begin
			AN_state <= 4'b0;
			outbin_state <= 4'b0;
			count <= 2'b0;
		end
	else
		begin
			count <= count + 1'b1;
			case(count)
				2'b00: begin AN_state <= 4'b1110; outbin_state <= inbin[3:0]; end
				2'b01: begin AN_state <= 4'b1101; outbin_state <= inbin[7:4]; end
				2'b10: begin AN_state <= 4'b1011; outbin_state <= inbin[11:8]; end
				2'b11: begin AN_state <= 4'b0111; outbin_state <= inbin[15:12]; end
			endcase
		end
end
assign AN = AN_state;
assign outbin = outbin_state;
endmodule
`timescale 1ns / 1ps
module seven_display(
output [3:0] AN,
output [6:0] seven,
input button, MHzclk, switch_control, reset
);
wire clean, trigger, KHzclk, Hzclk;
wire [15:0] count;
wire [3:0] driver_out;
wire [1:0] muxIn;
debouncer Debouncer(clean, MHzclk, button);
clock_div64 clock_div1(KHzclk, MHzclk, reset);
clock_div108 clock_div2(Hzclk, MHzclk, reset);
assign muxIn[1] = Hzclk;
assign muxIn[0] = clean;
mux2x1 mux(trigger, switch_control, muxIn);
counter counter64(count, MHzclk, reset, trigger);
seven_segment_driver driver(driver_out, AN, KHzclk, reset, count);
binary_segment toseven(seven, driver_out);
endmodule
```
`config.mk`:
```
export PLATFORM = sky130hd
export DESIGN_NAME = seven_display
export DESIGN_NICKNAME = seven_display
export VERILOG_FILES = /design/flow/design.v
export SDC_FILE = /design/flow/constraint.sdc
export NUM_CORES = 4
export LEC_CHECK = 1
export CORE_UTILIZATION = 40
```
`run.sh`:
```
#!/bin/bash
# OpenROAD 26Q1-2900-gdf79404cd8, Yosys 0.63+post, stock flow scripts
make -C /OpenROAD-flow-scripts/flow DESIGN_CONFIG=/design/flow/config.mk WORK_HOME=/design/flow/orfs finish
```
`constraint.sdc`:
```
current_design seven_display

set clk_period 8.2
set clk_io_pct 0.2

create_clock -name clk0 -period $clk_period [get_ports {MHzclk}]

set non_clock_inputs [all_inputs -no_clocks]
set_input_delay [expr $clk_period * $clk_io_pct] -clock clk0 $non_clock_inputs
set_output_delay [expr $clk_period * $clk_io_pct] -clock clk0 [all_outputs]
```
==> Changelog: implementation <==
### Metrics

- Status: completed
- Yosys warnings: 7
- Chip Area, Yosys: ~4500 um2
- CTS root buffer: clkbuf_8
- Synth unique cells: 45
- RSZ-0062 raised after global routing: false
- Vias: a little over 3000
- Mapped Area: about 4500 um2
- VDD IR max: ~0.000078 V
- Syn avg cell area: roughly 9.5 um2
- Hold path cells: 1
- FA/HA/MAJ Cells, Area Fraction: about 4.2%
- Setup bufs post-CTS: 0
- Max-Cap Viols: 0
- CP peak stage delay: approximately 0.53 ns
- Wire length per cell: around 11 um
- Mux share: around 1.2%
- Die Y: 108 um
- Clock H-tree levels: 3
- Worst slew margin: 55.1%
- Post-CTS resize count: 0
- Vias in the first global route: between 2000 and 3000
- Routed WL: approximately 7.2 mm
- Top cell area share: about 30%
- Hpwl dp: roughly 5 mm
- Slowest CP cell: clkdlybuf4s50_1
- Core Util at FP: 41.2%
- Register pins left without a clock: 10
- Crit path DRT: around 8.4 ns
- R2R Path Start: Debouncer.hold[0]$_SDFF_PN0_
- Final setup fails: 0
- Max Fclk: 337 MHz
- Total CTS buffers: 9
- Setup Skew: about 0.013 ns
- Async SR Flop Fraction: around 28%
- Critical Path Start Type: primary input
- Die width: between 100 and 150 um
- FILL cells: about 1000
- IO buf count: 14
- Total grt overflow: 0
- Aoi share: under 10%
- Worst-path fanout max: 16
- Registers, synthesis: between 90 and 100
- Core Area: roughly 11000 um2
- Clk latency late pin: roughly 0.35 ns
- FP Rows: 38
- Fin. max-slew vios: 0
- Fraction of layout cells with a size suffix above 1: approximately 6.4%
- Register share after synthesis: between 40% and 50%
- Worst path bufs/invs: 1
- Final Hold Viols: 0
- Pin count of the biggest net entering global routing: approximately 45
- Top non-seq family: simple AND/OR/NAND/NOR gates
- Area grow syn2layout: 10.0%
- Yosys xor share: a little over an eighth
- CP Capture Type: flip-flop
- Cells along the critical path: clkdlybuf4s50_1 > and3b_1 > nand4_1 > a2bb2o_4 > mux2_2
- GPL Wtd Cong: slightly below 0.8
- Crit path from: switch_control
- Final ANT Viol Nets: 0
- WP depth: 5
- Log Warnings: 34
- First-pass GRT wire length: ~13 mm
- Top cells, area: dfxtp_1 (30%), dfrtp_1 (15%), xnor2_1 (9.6%), ha_1 (4.2%), nor2_1 (4.1%)
- Critical path class: primary input to flip-flop
- Router iterations before antenna repair: 4
- Endpoints left unconstrained: 21
- Syn Inst Count: approximately 470
- Final period utilization: a little over a third
- DR vias/cell: roughly 5.0
- Residual DRC count: 0
- Arrival time worst endpoint: roughly 3.2 ns
- Diodes inserted: 0
- Cell taking the most area after synthesis: dfxtp_1
- Lkg Pwr: 1.86 nW
- Global Route Usage Sum: approximately 14%
- Ports: 15
- CTS tree: built
- Deepest clock path buffer count: 2
- Main flop type: dfxtp_1
- Setup TNS: 0 ns
- Top delay family on crit path: buffers and inverters
- Total chip power: approximately 0.7 mW
- Initial antenna violation count: 0
- Die Area: 11600 um2
- Cell count listed in synth_stat.txt: approximately 470
- Pwr/cell area: 145 nW/um2
- CTS clock-pin slew for the worst setup and hold paths: about 0.08 ns
- Fin crit period: just under 3 ns
- HP Class: flip-flop to flip-flop
- Initial detailed-routing violation count: 162
- # hold bufs at CTS: 0
- Number of enable flip-flop cells: 0
- Hold path startpoint: clock_div1.count[0]$_SDFF_PP0_
- Worst Tran Pin Value: between 0.6 and 0.7 ns
- And+or+nand+nor area frac: a little over a quarter
- R2R depth: 5
state kept, by name, indices dropped and copies added (netlist names):
signal,count
driver.AN_state,4
Debouncer.hold,25
clock_div2.count,27
driver.count,2
driver.outbin_state,4
counter64.counter,16
clock_div1.count,16
synth_stat cells (2+ instances only):
cell type	n
nor2b_1	8
and3_1	13
xnor2_2	2
xor2_1	17
nor2_1	49
or3_1	11
nor3_1	17
dfxtp_1	68
xnor2_1	49
dfrtp_1	26
nand4_4	3
ha_1	15
a222oi_1	4
clkbuf_1	11
nor4b_1	2
inv_1	21
nand2_1	28
nand4_1	15
nand3_1	31
o21ai_0	9
and4_1	8
mux2i_1	2
o22ai_1	2
and2_1	22
a21oi_1	15
or2_2	2
and3b_1	2
cell usage in the layout (no fill, tap or decap), types with 17 or more instances in the layout:
cell type	n
and2_1	22
dfrtp_1	26
dfxtp_1	68
inv_1	21
nand2_1	28
nand3_1	31
nor2_1	49
nor3_1	17
xnor2_1	49
xor2_1	17
cells by family (layout without fill, tap and decap cells):
family          after synthesis  after routing
simple gates                218            218
flops                        94             94
xor+xnor                     68             68
buf+inv                      36             54
compound gates               35             35
fa+ha+maj                    15             15
mux                           4              4
cell type report:
| type | count | area [um2] | share of cell area (%) |
|---|---|---|---|
| Clock buffer | 11 | 151 | 3.08 |
| Clock inverter | 5 | 42.5 | 0.866 |
| Inverter | 22 | 82.6 | 1.68 |
| Multi-Input combinational cell | 340 | 2290 | 46.7 |
| Sequential cell | 94 | 2010 | 40.9 |
| Tap cell | 140 | 175 | 3.57 |
| Timing Repair Buffer | 16 | 155 | 3.16 |
final timing paths:
path,slack [ns],endpoint
max in group asynchronous,5.96,counter64.counter[13]$_DFFE_PP0P_
worst min register to register,0.47,clock_div1.count[0]$_SDFF_PP0_
worst min-delay path,0.47,clock_div1.count[0]$_SDFF_PP0_
worst max register to register,6.06,counter64.counter[1]$_DFFE_PP0P_
min in group asynchronous,1.98,counter64.counter[2]$_DFFE_PP0P_
worst max-delay path,5.23,counter64.counter[1]$_DFFE_PP0P_
metrics by stage:
stage	setup WS [ns]	cells	hold slack (ns)	area, um2	util (%)
after floorplan	5.49	470	0.426	4470	-
after global routing	5.20	628	0.497	4910	45.3
final	5.23	628	0.469	4910	45.3
after detailed placement	4.88	612	0.453	4720	43.5
after global placement	4.94	612	0.445	4720	43.5
after CTS	5.25	628	0.475	4910	45.3
routing by layer:
layer  track usage, %  vias to the layer above  part of all wire, %
met2             22.9                       45                   43
li1                 -                     1632                    -
met1             20.8                     1428                   52
met3             2.78                        6                  3.0
met4             1.76                        0                  1.2
met5                0                        -                    0
where the power goes:
group          internal [mW]  total [mW]  switching, mW  leakage, nW
combinational        0.00644      0.0168         0.0104        0.861
clock                  0.130       0.281          0.151       0.0969
sequential             0.412       0.417        0.00433        0.898
Power figures rest on the tool's default switching activity, not on a simulated workload.
