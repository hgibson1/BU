==> flow/config.mk <==
export PLATFORM = sky130hd
export DESIGN_NAME = Para_Adder
export DESIGN_NICKNAME = Para_Adder
export VERILOG_FILES = /design/flow/design.v
export SDC_FILE = /design/flow/constraint.sdc
export NUM_CORES = 4
export LEC_CHECK = 1
export CORE_AREA = 10 10 83 83
export DIE_AREA = 0 0 93 93
==> flow/constraint.sdc <==
current_design Para_Adder

set clk_period 5.7
set clk_io_pct 0.2

create_clock -name clk0 -period $clk_period

set non_clock_inputs [all_inputs -no_clocks]
set_input_delay [expr $clk_period * $clk_io_pct] -clock clk0 $non_clock_inputs
set_output_delay [expr $clk_period * $clk_io_pct] -clock clk0 [all_outputs]
==> flow/design.v <==
`timescale 1ns / 1ns
module FA_str(c_out, sum, a, b, c_in);
input		a, b, c_in;  
output	c_out, sum;  
wire		not_a, not_b, not_c;
wire		and1_out, and2_out, and3_out, and4_out;
wire		and5_out, and6_out, and7_out, and8_out;
not	   not1		(not_a, a);
not	   not2		(not_b, b);
not		not3		(not_c, c_in);
and	#0		and1		(and1_out, a, not_b, not_c);
and	#0		and2		(and2_out, not_a, b, not_c);
and	#0		and3		(and3_out, not_a, not_b, c_in);
and	#0		and4		(and4_out, a, b, c_in);
or		#0		or1		(sum, and1_out, and2_out, and3_out, and4_out);
and	#0		and5		(and5_out, a, b);
and	#0		and6		(and6_out, b, c_in);
and	#0		and7		(and7_out, a, c_in);
and	#0		and8		(and8_out, a, b, c_in);
or		#0		or2		(c_out, and5_out, and6_out, and7_out, and8_out);
endmodule
`timescale 1ns / 1ns
module Para_Adder(c_out, sum, a, b, c_in);
parameter W = 16;
input [W-1:0] a, b;
input c_in;
output [W-1:0] sum;
output c_out;
wire [W:0] carry;
assign carry[0] = c_in;
assign c_out = carry[W];
genvar i;
generate
	for(i = 0; i < W; i = i + 1)
		begin: adder
		FA_str FA (carry[i+1], sum[i], a[i], b[i], carry[i]);
		end
endgenerate
endmodule
==> flow/run.sh <==
#!/bin/bash
# OpenROAD 26Q1-2900-gdf79404cd8, Yosys 0.63+post, stock flow scripts
make -C /OpenROAD-flow-scripts/flow DESIGN_CONFIG=/design/flow/config.mk WORK_HOME=/design/flow/orfs finish
==> notes.md <==
Implementation results.

The run finished, with violations left. The final reports fail on setup timing. After synthesis, the largest area contributor takes up 63.49% of total cell area. The reported max-cap violation count is 0.

The post-synthesis instance area is 473.0 um^2. The number of warnings the tools reported is 35. The area growth from synthesis to layout is 102.4%. The flow reported a cell area power density of 92.65 nW/um^2. By count the netlist is led by 16 x buf_4, 15 x fa_1, 5 x inv_1. The overall routed net length is 1.737 mm. The gate-level netlist out of Yosys references 5 unique cell types.

The required time at the endpoint of the critical path is 4.56 ns. The routed design ends up with an antenna cell count of 0. The final RePlAce weighted congestion is 0.7910. In the final report, the number of pins over their slew limit comes to 0. From the final report, the count of setup violators was given as 9. The number of synthesis warnings is 0.

The power after layout is 0.08868 mW. The setup total negative slack is -11.55 ns. The average detailed-routed wire length per instance is 12.15 um. Setup repair after global routing could not meet its margin everywhere.

The total half-perimeter wirelength after legalization and detailed placement is 1.732 mm. According to the timing report, the arrival time at the worst endpoint equals 6.78 ns. Yosys attributes the largest share of cell area to fa_1 63%, buf_4 25%, xor3_1 5.0%.

Per the GRT congestion report, total overflow comes to 0. The number of buffers inserted by port buffering is 50. Looking at area per cell type in the netlist, the leader is fa_1. The part of the Yosys area used for sequential elements is 0%. The hold slack is 3.017 ns. For this run the top cell type by instance count after synthesis was buf_4. The number of violations reported at the end of detailed-routing iteration 0 is 1. The first-pass iteration count of the detailed router is 2. The post-place setup slack is -3.102 ns. The critical path class is primary input to primary output.

Per the detailed placement report, the placed cell area equals 996.0 um^2. The count of nets left with antenna violations after detail routing is 0. The per-cell via count in the routed design is 2.706. Entering global routing, the biggest net connects 3 pins. The number of sequential cells reported for the layout is 0. The synthesized instance count is 38. The total non-filler cell area in the finished layout is 957.2 um^2. For this configuration, the core starts out at a cell density of 9.202%. The cell total in the yosys stat output is 38. The worst-case setup margin in the final layout is -2.216 ns. STA classifies the critical path endpoint as a primary output. The overall die size recorded for this design is 8649 um^2. The global-route wire length before repair is 2.566 mm. The total number of vias is 387. In this run the standard cell core region covers 5140 um^2. Along the worst hold path, the cell count comes to 5. The synthesized area per cell is 12.45 um^2. Global routing used 3.797% of the available tracks across all layers. The highest ir drop seen on vdd is 35.38 uV.

The sequential cell area is 0 um^2. The chip width is 93 um. The pin closest to its max-slew limit shows a slew of 0.1266 ns. The final timing report derives a shortest allowable period of 7.916 ns. The worst path uses 138.9% of the clock period. The post-route netlist has 46.58% of its cells at a drive strength greater than 1. Per the layout report, the design carries 0 clock buffers. In the synthesis report, Yosys lists the chip area as 473.0 um^2.

The worst-case hold path end point is sum[0]. The die is 93 um tall. The leakage power total is 0.3510 nW.

The type recorded for the worst min-delay path is primary input to primary output. The final-report hold violation count is 0. The kind of start point of the critical path is a primary input. The worst pin sits at a relative slew slack of 91.53%. The maximum frequency from static timing analysis is 126.3 MHz. The post-route DRC violation count is 0. The worst hold path begins at b[0]. The initial antenna violation count is 0. The via count of the first global-routing pass is 473. The largest fanout on the critical path is 2.

The report lists the number of standard-cell rows as 26. During I/O placement, the number of pins put on the boundary was 50.
where the power goes:
group / total, mW / internal [mW] / switching (mW)
registers: 0 / 0 / 0
clock network: 0 / 0 / 0
logic: 0.0887 / 0.0616 / 0.0271
worst max-delay path by stage:
stage | start | to | cells after the start
4_1_cts | a[0] | sum[15] | 20
5_1_grt | a[0] | sum[15] | 21
6_report | a[0] | sum[15] | 21
cells in the final DEF (no fill, tap or decap), drive strengths merged:
cell | netlist | routed
clkdlybuf4s50 | 0 | 35
fa | 15 | 15
buf | 16 | 14
inv | 5 | 4
dlygate4sd2 | 0 | 2
xor3 | 1 | 1
clkinv | 0 | 1
maj3 | 1 | 1
critical path, stage by stage:
cell and delay [ns]:
buf_8 0.11, inv_12 0.04, fa_2 0.18, inv_2 0.04
fa_2 0.33, fa_2 0.35, fa_2 0.35, fa_2 0.34
fa_2 0.34, fa_2 0.35, fa_2 0.35, fa_2 0.34
fa_2 0.34, fa_2 0.34, fa_2 0.35, fa_2 0.35
fa_2 0.35, fa_2 0.36, buf_6 0.12, xor3_1 0.17
buf_2 0.12
final cells by class:
class	instances	area, um^2
fill	584	4183
inverter	5	36.28
multi-input combinational	17	372.9
tap	70	87.58
timing repair buffer	51	460.4
logic make-up (layout without fill, tap and decap cells):
logic type / after synthesis / in the layout / share of synthesized area [%]
xor+xnor: 1 / 1 / 5.026
fa+ha+maj: 16 / 16 / 65.61
buf+inv: 21 / 56 / 29.37
layer usage:
layer / share of wire, % / up-vias / GRT usage (%)
met5: 0 / - / 0
met4: 0 / 0 / 0
met3: 30 / 0 / 4.766
met2: 32 / 49 / 4.731
met1: 38 / 173 / 4.194
li1: - / 165 / -
through the flow:
| step | std cells | utilization [%] |
|---|---|---|
| after floorplan | 38 | - |
| after global placement | 142 | 19.38 |
| after detailed placement | 142 | 19.38 |
| after CTS | 142 | 18.31 |
| after global routing | 143 | 18.62 |
| final | 143 | 18.62 |
repair_timing:
| item | CTS | global route |
|---|---|---|
| setup endpoints to repair | 11 | 9 |
| pin swaps | 16 | 17 |
| hold buffers | 0 | 0 |
| buffers inserted | 0 | 1 |
| resized | 50 | 4 |
Power figures rest on the tool's default switching activity, not on a simulated workload.
